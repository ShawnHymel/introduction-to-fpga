$ cat design/flow/config.mk
export PLATFORM = sky130hd
export DESIGN_NAME = top_design
export DESIGN_NICKNAME = top_design
export VERILOG_FILES = /design/flow/design.v
export SDC_FILE = /design/flow/constraint.sdc
export NUM_CORES = 4
export LEC_CHECK = 1
export CORE_UTILIZATION = 40
$ cat design/flow/constraint.sdc
current_design top_design

set clk_period 4.0
set clk_io_pct 0.2

create_clock -name clk0 -period $clk_period [get_ports {clk}]

set non_clock_inputs [all_inputs -no_clocks]
set_input_delay [expr $clk_period * $clk_io_pct] -clock clk0 $non_clock_inputs
set_output_delay [expr $clk_period * $clk_io_pct] -clock clk0 [all_outputs]
$ cat design/flow/design.v
module top_design (
    input           clk,
    input           rst_btn,
    output  [1:0]   led          
);
    wire rst;
    assign rst = ~rst_btn;
    clock_divider div_1 (
        .clk(clk), 
        .rst(rst), 
        .out(led[0])
    );
    defparam div_1.COUNT_WIDTH  = 32;
    defparam div_1.MAX_COUNT    = 1500000 - 1;
    clock_divider div_2 (
        .clk(clk),
        .rst(rst),
        .out(led[1])
    );
endmodule
module clock_divider #(
    parameter                   COUNT_WIDTH = 24,
    parameter [COUNT_WIDTH:0]   MAX_COUNT   = 6000000 - 1
) (
    input       clk,
    input       rst,
    output  reg out    
);
    wire rst;
    reg div_clk;
    reg [COUNT_WIDTH:0] count;
    always @ (posedge clk or posedge rst) begin
        if (rst == 1'b1) begin
            count <= 0;
            out <= 0;
        end else if (count == MAX_COUNT) begin
            count <= 0;
            out <= ~out;
        end else begin
            count <= count + 1;
        end
    end
endmodule
$ cat design/flow/run.sh
#!/bin/bash
# OpenROAD 26Q1-2900-gdf79404cd8, Yosys 0.63+post, stock flow scripts
make -C /OpenROAD-flow-scripts/flow DESIGN_CONFIG=/design/flow/config.mk WORK_HOME=/design/flow/orfs finish
==> GITHUB_STEP_SUMMARY <==
### Metrics collected by this job

| Metric | Value |
|---|---|
| Sequential share of the synthesized area | `about half` |
| Final clock skew | `9.33 ps` |
| Power share of the sequential group | `50.6%` |
| Final Hold Violating Endpoints | `0` |
| Clock share of power | `48.4%` |
| Die span in y | `89.3 microns` |
| Largest net degree at the start of global routing | `36` |
| CP endpoint kind | `flip-flop` |
| Post CTS Setup Buffer Count | `0` |
| Maxcap violations | `0` |
| Final worst path period share | `between 50% and 60%` |
| Met1 WL | `2850 microns` |
| GR Overflow Total | `0` |
| Distinct lib cells | `38` |
| Met3 WL | `about 390 microns` |
| CTS buffer count | `9` |
| Slew @ Worst Pin | `864 ps` |
| Initial drt markers | `roughly 100` |
| Routed WL per cell | `~15 microns` |
| Max-slew violations | `0` |
| Gate Count Post-Synth | `309` |
| Clk sinks | `roughly 60` |
| Port Buffers | `3` |
| Fmax | `about 480 MHz` |
| Fraction of layout cells with a size suffix above 1 | `7.57%` |
| WL final | `6140 microns` |
| Area after DPL | `3170 sq um` |
| Crit path arrival time | `about 2300 ps` |
| Vias in the first global route | `2349` |
| RR Startpoint | `div_1.count[0]$_DFF_PN0_` |
| Commonest flop | `dfrtp_1` |
| YS warnings | `2` |
| Vias | `2319` |
| # Cells Yosys | `309` |
| Post_cts resized | `0` |
| Via/cell ratio | `5.57` |
| Total die size | `7980 sq um` |
| Crit path time final | `2070 ps` |
| Crit Path Class | `reg2reg` |
| DRT antenna net count | `0` |
| Unrepaired setup endpoints after global routing | `false` |
| Routed wl met2 | `2820 microns` |
| Async SR Flop Fraction | `100%` |
| GRT Overall Usage | `18.3%` |
| Final Power | `1.20 mW` |
| Worst-case clock buffer depth | `2` |
| Final Setup Violations | `0` |
| Tightest Hold Check Type | `in2async` |
| Startpoint types | `flip-flop` |
| Relative slew margins | `41.9%` |
| Avg Cell Area, Syn | `9.87 sq um` |
| DRC viols | `0` |
| Hold buffer count at CTS | `0` |
| Post-detail-place hpwl | `4210 microns` |
| Highest metal layer with signal wires | `met4` |
| Layout Cell Area excl Fill | `around 3400 sq um` |
| Die Width | `89.3 microns` |
| Core Util at FP | `41.8%` |
| Core Util, Final | `46.3%` |
| Core Area | `7290 sq um` |
| Inserted Diodes | `0` |
| TritonRoute pass-1 iters | `4` |
| Clk slew on worst S/H paths | `around 70 ps` |
| VDD IR-drop max | `0.232 mV` |
| RePlAce Congestion | `0.844` |
| Layout area overhead | `10.6%` |
| First-pass GRT wire length | `~11000 microns` |
| Outcome | `finished, final reports clean` |
| CTS tree | `built` |
| Initial antenna violation count | `0` |
| I/O pins | `4` |
| Crit path DRT | `4260 ps` |
| Log Warnings | `25` |
| Top cells excl fill/tap | `dfrtp_1 (60), nand2_1 (26), nand3_1 (22), nand4_1 (22), xor2_1 (21)` |
| Internal power | `roughly 0.97 mW` |
| YS chip area | `3050 sq um` |
| Setup TNS | `0 ps` |
| Synthesized registers | `60` |
| Rows | `31` |
| Root buffer selected by CTS | `clkbuf_8` |
| Sw power | `0.231 mW` |
| Clock latency (worst-skew pair) | `330 ps` |
| Crit-path max FO | `9` |
| H-tree level count | `3` |
| Critical Path Start | `div_1.count[0]$_DFF_PN0_` |
| Number of enable flip-flop cells | `0` |
| Leak | `1.46 nW` |
| Synthesized area | `slightly above 3000 sq um` |
| Most used logic cell in the final layout | `dfrtp_1` |
| Combinational share of power | `1.0%` |
| Switching share of power | `19.2%` |
| Pwr dens | `356 nW/um^2` |
==> Yosys cell counts, drive strengths merged (4+ instances only) <==
master | count | area (sq um)
nor4 | 18 | 113
xnor2 | 20 | 175
and4 | 6 | 52.6
dfrtp | 60 | 1500
nor4b | 4 | 35.0
buf | 4 | 25.0
xor2 | 21 | 184
or3 | 7 | 43.8
nand4 | 22 | 138
nor2 | 16 | 60.1
o21ai | 8 | 40.0
nand3 | 22 | 110
nand2 | 26 | 97.6
inv | 5 | 18.8
clkbuf | 7 | 26.3
nor3 | 15 | 86.3
and3 | 11 | 70.1
a21oi | 8 | 40.0
==> layout make-up <==
class | instances | area (sq um)
Fill cell | 678 | 3920
Inverter | 5 | 18.8
Tap cell | 99 | 124
Sequential cell | 60 | 1500
Multi-Input combinational cell | 233 | 1480
Clock buffer | 12 | 145
Clock inverter | 2 | 60.1
Timing Repair Buffer | 5 | 40.0
==> critical path, cell delays in order (launching register included) <==
cell and delay, ps:
dfrtp_1 390, ha_1 220, nand3_1 210, or2_2 460
or4b_2 630, nand3_1 80
==> flip-flops by register name, summed over array words and instances, names as in the netlist <==
name	cells
div_1.count	33
div_2.count	25
div_1.out	1
div_2.out	1
==> cell families after synthesis <==
kind of cell               Yosys count  share of synthesized area [%]
and+or+nand+nor                    162                           30.1
adders and majority gates            2                          0.821
xor gates and xnor gates            41                           11.8
muxes                                3                          0.985
buffers and inverters               16                           2.30
AOI/OAI and AO/OA                   25                           4.80
DFF                                 60                           49.2
==> metrics by stage <==
stage | hold WS, ps | setup WS (ps) | cells
2_1_floorplan | 431 | 2030 | 309
3_3_place_gp | 453 | 1980 | 402
3_5_place_dp | 456 | 1940 | 402
4_1_cts | 468 | 1930 | 416
5_1_grt | 490 | 1670 | 416
6_report | 454 | 1930 | 416
==> worst paths after layout <==
check	endpoint	slack (ps)	cells past startpoint
worst max-delay path	div_1.count[14]$_DFF_PN0_	1930	5
worst min-delay path	div_2.count[16]$_DFF_PN0_	450	1
worst max register to register	div_1.count[14]$_DFF_PN0_	1930	5
worst min register to register	div_2.count[17]$_DFF_PN0_	460	1
max in group asynchronous	div_1.count[3]$_DFF_PN0_	2680	2
min in group clk0	div_2.count[17]$_DFF_PN0_	460	1
==> power groups by stage <==
stage | Clock, mW | Sequential (mW) | Combinational (mW)
after CTS | 0.600 | 0.607 | 0.0137
after global routing | 0.623 | 0.606 | 0.0152
final | 0.581 | 0.607 | 0.0123
==> per-layer routing <==
layer  GRT usage (%)  up-vias
li1                -     1141
met3            4.87       10
met2            28.8       64
met5               0        -
met1            27.1     1104
met4            3.17        0
Power and IR drop assume default switching activity.
