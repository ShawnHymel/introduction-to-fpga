==> flow/design.v <==
module count_up_down_top (
    input               clk,
    input               rst_btn,
    output  reg [3:0]   led
);
    wire            rst;
    wire            div_clk;
    wire            up_done;
    wire            down_done;
    wire    [3:0]   up_out;
    wire    [3:0]   down_out;
    reg             init_go;
    reg             counting_up;
    assign rst = ~rst_btn;
    always @ (posedge div_clk or posedge rst) begin
        if (rst == 1'b1) begin
            init_go <= 1'b1;
        end else begin
            init_go <= 1'b0;
        end
    end
    always @ (posedge div_clk or posedge rst) begin
        if (rst == 1'b1) begin
            counting_up <= 1'b1;
        end else begin
            if (up_done == 1'b1) begin
                counting_up <= 1'b0;
            end else if (down_done == 1'b1) begin
                counting_up <= 1'b1;
            end
        end
    end
    always @ ( * ) begin
        if (counting_up == 1'b1) begin
            led = up_out;
        end else begin
            led = down_out;
        end
    end
    clock_divider #(.COUNT_WIDTH(24), .MAX_COUNT(1500000 - 1)) div (
        .clk(clk),
        .rst(rst),
        .out(div_clk)
    );
    counter_fsm #(.COUNT_UP(1), .MAX_COUNT(4'hF)) up_counter (
        .clk(div_clk),
        .rst(rst),
        .go(down_done | init_go),
        .out(up_out),
        .done(up_done)
    );
    counter_fsm #(.COUNT_UP(0), .MAX_COUNT(4'hF)) down_counter (
        .clk(div_clk),
        .rst(rst),
        .go(up_done),
        .out(down_out),
        .done(down_done)
    );
endmodule
module counter_fsm #(
    parameter   COUNT_UP = 1'b1,     
    parameter   MAX_COUNT = 4'hF     
) (
    input               clk,
    input               rst,
    input               go,
    output  reg [3:0]   out,
    output  reg         done
);
    localparam  STATE_IDLE      = 1'd0;
    localparam  STATE_COUNTING  = 1'd1;
    reg         state;
    always @ (posedge clk or posedge rst) begin
        if (rst == 1'b1) begin
            state <= STATE_IDLE;
        end else begin
            case (state)
                STATE_IDLE: begin
                    done <= 1'b0;
                    if (go == 1'b1) begin
                        state <= STATE_COUNTING;
                    end
                end
                STATE_COUNTING: begin
                    if (COUNT_UP == 1'b1 && out == MAX_COUNT) begin
                        done <= 1'b1;
                        state <= STATE_IDLE;
                    end else if (COUNT_UP == 1'b0 && out == 0) begin
                        done <= 1'b1;
                        state <= STATE_IDLE;
                    end
                end
                default: state <= STATE_IDLE;
            endcase
        end
    end
    always @ (posedge clk or posedge rst) begin
        if (rst == 1'b1) begin
            out <= 4'd0;
        end else begin
            case (state)
                STATE_IDLE: begin
                    if (COUNT_UP == 1'b1) begin
                        out <= 4'd0;
                    end else begin
                        out <= MAX_COUNT;
                    end
                end
                STATE_COUNTING: begin
                    if (COUNT_UP == 1'b1) begin
                        if (out != MAX_COUNT) out <= out + 1;
                    end else begin
                        if (out != 4'h0) out <= out - 1;
                    end
                end
                default: out <= out;
            endcase
        end
    end
endmodule
module clock_divider #(
    parameter                   COUNT_WIDTH = 24,
    parameter [COUNT_WIDTH:0]   MAX_COUNT   = 6000000 - 1
) (
    input       clk,
    input       rst,
    output  reg out    
);
    wire rst;
    reg div_clk;
    reg [COUNT_WIDTH:0] count;
    always @ (posedge clk or posedge rst) begin
        if (rst == 1'b1) begin
            count <= 0;
            out <= 0;
        end else if (count == MAX_COUNT) begin
            count <= 0;
            out <= ~out;
        end else begin
            count <= count + 1;
        end
    end
endmodule
==> flow/run.sh <==
#!/bin/bash
# OpenROAD 26Q1-2900-gdf79404cd8, Yosys 0.63+post, stock flow scripts
make -C /OpenROAD-flow-scripts/flow DESIGN_CONFIG=/design/flow/config.mk WORK_HOME=/design/flow/orfs finish
==> flow/config.mk <==
export PLATFORM = sky130hd
export DESIGN_NAME = count_up_down_top
export DESIGN_NICKNAME = count_up_down_top
export VERILOG_FILES = /design/flow/design.v
export SDC_FILE = /design/flow/constraint.sdc
export NUM_CORES = 4
export LEC_CHECK = 1
export CORE_UTILIZATION = 40
==> flow/constraint.sdc <==
current_design count_up_down_top

set clk_period 5.3
set clk_io_pct 0.2

create_clock -name clk0 -period $clk_period [get_ports {clk}]

set non_clock_inputs [all_inputs -no_clocks]
set_input_delay [expr $clk_period * $clk_io_pct] -clock clk0 $non_clock_inputs
set_output_delay [expr $clk_period * $clk_io_pct] -clock clk0 [all_outputs]
==> qor.csv <==
stage,metric,value,unit
outcome,status,completed,
pwr,p_sw,66.42,µW
synthesis,ys_types,38,
synthesis,ys_ff,40,
synthesis,synth-xor-area-share,0.1054,
place,place_ws,3300,ps
synthesis,yosys_cells,183,
synthesis,synth_warnings,4,
final_timing,slew_headroom,0.3445,
setup_path,r2r_slack,3280,ps
setup_path,path_buffers,0,
pwr,p_comb_frac,0.019,
setup_path,rr_worst_depth,4,
pwr,ir_worst_vdd,0.09832,mV
clock_network,clockBufferDepth,2,
setup_path,crit_required,5460,ps
die,row_count,24,
hold_path,worstHoldStart,div.count[24]$_DFF_PN0_,
hold_path,min_to,div.count[24]$_DFF_PN0_,
pwr,intPower,265.6,µW
final_timing,untimed_endpoints,19,
detailed_routing,wirelength,3205,µm
setup_path,rr_startpoint,div.count[5]$_DFF_PN0_,
final_timing,finalClockSkew,6.973,ps
pwr,swShare,0.2001,
synthesis,synth.logic.top_family,simple AND/OR/NAND/NOR gates,
run,drv_cap,0,
final_timing,tightest_slew,974.3,ps
detailed_routing,wl_per_cell,13.35,µm
place,hpwl,2327,µm
detailed_routing,dr_total_vias,1320,
final_layout,drive_gt1_frac,0.07447,
final_timing,fin_crit,2024,ps
pwr,p_per_area,160.8,nW/µm²
final_layout,final_cells,240,
synthesis,syn_area_per_cell,10.44,µm²
final_timing,final_max_slew_viol_count,0,
hold_path,hold_depth,1,
final_layout,final.fill_count,408,
die,io_pins,6,
setup_path,startpoint_type,register,
detailed_routing,drt_iter0_drc,66,
detailed_routing,drt-pass1-iter-count,6,
setup_path,cp_common_cell,nand4_1,
clock_network,path_clk_slew,90,ps
global_routing,grt_pass1_wl,6009,µm
global_routing,track_usage,0.1495,
clock_network,clock_latency,270,ps
pwr,total_power,332.0,µW
global_routing,antenna_found_initial,0,
synthesis,netlist_area,1911,µm²
clock_network,cts_inserted_buffers,3,
die,fp_util,0.4270,
synthesis,ys_sh_adder,0.02620,
final_layout,area_growth_syn_to_layout,8.055,%
synthesis,mux_area_frac,0.02227,
detailed_routing,drtAntennaViolNets,0,
final_timing,rsz0062_at_grt,false,
place,port_buffers,5,
hold_path,hold_class,register to register,
setup_path,worstSetupPathType,register to register,
synthesis,ys_sh_simple,0.2364,
die,fp.dieH,71.11,µm
final_layout,stdcell_area,2064,µm²
detailed_routing,drc,0,
final_timing,unclocked_pins,14,
detailed_routing,avgViaCountPerCell,5.500,
setup_path,cp_cell_sequence,nand4_1 -> nor4_1 -> nand4_1 -> xnor2_1,
die,fp.dieW,71.11,µm
global_routing,grt_remaining_overflow,0,
setup_path,crit_path_end_kind,register,
setup_path,rr_endpoint,div.count[21]$_DFF_PN0_,
clock_network,cts_root_buffer,clkbuf_8,
die,die_area,5057,µm²
setup_path,cp.arrival,2180,ps
clock_network,cts_tree,done,
final_layout,layout_top_cell,dfrtp_1,
pwr,pwr-share-clk,0.383,
final_timing,post-route-period-util,0.3818,
run,warnings,26,
final_layout,lay_top_cells,"dfrtp_1, nor2_1, xnor2_1",
final_timing,setup_viol,0,
setup_path,critical-path-top-delay-family,simple AND/OR/NAND/NOR gates,
place,placedInstanceArea,2009,µm²
synthesis,compound_area_frac,0.05174,
clock_network,ctsResizeCount,0,
final_timing,setup_slack,3276,ps
synthesis,ys_seq_frac,0.5305,
setup_path,crit_slowest_cell,nor4_1,
pwr,seqPwrFrac,0.597,
final_timing,tns,0,ps
final_timing,max_clock_freq,0.4942,GHz
global_routing,grt_max_degree,41,
setup_path,critPathMaxStageDelay,840,ps
synthesis,ys_area,1911,µm²
final_timing,finalHoldViolCount,0,
die,core_area,4474,µm²
clock_network,post-cts-setup-buffer-count,0,
detailed_routing,n_antenna_cell,0,
global_routing,grt_pass1_vias,1358,
pwr,p_leak,0.0009033,µW
clock_network,holdBufCountCts,0,
place,place_congestion,0.8552,
synthesis,synthCells,183,
clock_network,cts.htree.levels,1,
place,dp_cells,236,
setup_path,crit_fanout,8,
==> area by class of cell <==
type	count	area (µm²)	share of cell area
sequential	40	1013	0.4909
inverter	6	22.52	0.01091
clock buffer	4	55.05	0.02667
multi-input combinational	131	848.3	0.4109
timing repair buffer	7	60.06	0.02909
tap	52	65.06	0.03152
==> power by group through the flow <==
stage / Combinational (µW) / Clock (µW) / Sequential (µW)
after CTS: 7.04 / 132 / 198
after global routing: 7.80 / 138 / 198
final: 6.40 / 127 / 198
==> synthesized netlist by cell type <==
cell type | instances | area, µm²
o21ai_0 | 7 | 35.03
o211ai_1 | 1 | 7.510
nor4_2 | 1 | 12.51
nor4b_1 | 1 | 8.760
nand4_1 | 12 | 75.07
mux2_2 | 2 | 22.52
xor2_1 | 10 | 87.58
a211oi_1 | 2 | 15.01
nor3_1 | 5 | 25.02
conb_1 | 1 | 3.750
a21oi_1 | 3 | 15.01
or4_4 | 1 | 11.26
and4_1 | 4 | 35.03
or3b_2 | 1 | 8.760
nor2b_1 | 1 | 6.260
or4bb_1 | 1 | 11.26
inv_1 | 6 | 22.52
buf_2 | 2 | 10.01
xnor2_1 | 13 | 113.9
nand2_1 | 12 | 45.04
nor4bb_1 | 1 | 10.01
or3_1 | 2 | 12.51
ha_1 | 4 | 50.05
clkbuf_1 | 3 | 11.26
clkbuf_2 | 1 | 5.000
and3_1 | 5 | 31.28
or4_1 | 1 | 7.510
dfstp_2 | 2 | 52.55
o22ai_1 | 2 | 12.51
edfxtp_1 | 2 | 60.06
a31oi_1 | 1 | 6.260
and2_1 | 1 | 6.260
dfrtp_1 | 36 | 900.9
a21boi_0 | 1 | 7.510
mux2i_1 | 2 | 20.02
nor2_1 | 19 | 71.32
nand3_1 | 11 | 55.05
nor4_1 | 3 | 18.77
==> flip-flops by register name (all words and copies together) (netlist names) <==
signal,flops
div.out,1
init_go,1
down_counter.done,1
div.count,25
down_counter.out,4
up_counter.state,1
up_counter.done,1
down_counter.state,1
up_counter.out,4
counting_up,1
==> cell families after synthesis <==
family                   after synthesis
other                                  1
AND-OR/OR-AND                         17
adder cells (fa/ha/maj)                4
XOR/XNOR                              23
buffers and inverters                 12
multiplexers                           4
flip-flops                            40
AND/OR/NAND/NOR                       82
==> worst max path at each step <==
stage	from	end	slack, ps	cells past startpoint
final	div.count[5]$_DFF_PN0_	div.count[21]$_DFF_PN0_	3280	4
after global routing	div.count[5]$_DFF_PN0_	div.count[19]$_DFF_PN0_	3050	4
after CTS	div.count[5]$_DFF_PN0_	div.count[21]$_DFF_PN0_	3280	4
==> routing by layer <==
layer	wire (µm)	vias up	track usage
met3	125	2	0.02457
li1	-	661	-
met1	1607	631	0.2329
met2	1450	26	0.2404
met4	21	0	0.01556
met5	0	-	0
==> per-stage QoR <==
| stage | util | hold WS (ps) |
|---|---|---|
| after floorplan | - | 437.1 |
| after global placement | 0.4491 | 470.3 |
| after detailed placement | 0.4491 | 473.7 |
| after CTS | 0.4614 | 490.1 |
| after global routing | 0.4614 | 504.5 |
| final | 0.4614 | 486.5 |
Power and IR drop assume default switching activity.
