[flow/config.mk]
export PLATFORM = sky130hd
export DESIGN_NAME = async_fifo
export DESIGN_NICKNAME = async_fifo
export VERILOG_FILES = /design/flow/design.v
export SDC_FILE = /design/flow/constraint.sdc
export NUM_CORES = 4
export LEC_CHECK = 1
export CORE_UTILIZATION = 50
[flow/constraint.sdc]
current_design async_fifo

set clk_period 4.3
set clk_io_pct 0.2

create_clock -name clk0 -period $clk_period [get_ports {r_clk}]
create_clock -name clk1 -period $clk_period [get_ports {w_clk}]

set non_clock_inputs [all_inputs -no_clocks]
set_input_delay [expr $clk_period * $clk_io_pct] -clock clk0 $non_clock_inputs
set_output_delay [expr $clk_period * $clk_io_pct] -clock clk0 [all_outputs]
[flow/design.v]
module async_fifo #(
    parameter   DATA_SIZE = 8,               
    parameter   ADDR_SIZE = 4                
) (
    input       [DATA_SIZE-1:0] w_data,      
    input                       w_en,        
    input                       w_clk,       
    input                       w_rst,       
    input                       r_en,        
    input                       r_clk,       
    input                       r_rst,       
    output                      w_full,      
    output  reg [DATA_SIZE-1:0] r_data,      
    output                      r_empty      
);
    localparam  FIFO_DEPTH  = (1 << ADDR_SIZE);
    wire    [ADDR_SIZE-1:0] w_addr;
    wire    [ADDR_SIZE:0]   w_gray;
    wire    [ADDR_SIZE-1:0] r_addr;
    wire    [ADDR_SIZE:0]   r_gray;
    reg     [ADDR_SIZE:0]   w_syn_r_gray;
    reg     [ADDR_SIZE:0]   w_syn_r_gray_pipe;
    reg     [ADDR_SIZE:0]   r_syn_w_gray;
    reg     [ADDR_SIZE:0]   r_syn_w_gray_pipe;
    reg     [DATA_SIZE-1:0] mem [0:FIFO_DEPTH-1];
    always @ (posedge w_clk) begin
        if (w_en & ~w_full) begin
            mem[w_addr] <= w_data;
        end
    end
    always @ (posedge r_clk) begin
        if (r_en & ~r_empty) begin
            r_data <= mem[r_addr];
        end
    end
    always @ (posedge w_clk or posedge w_rst) begin
        if (w_rst == 1'b1) begin
            w_syn_r_gray_pipe <= 0;
            w_syn_r_gray <= 0;
        end else begin
            w_syn_r_gray_pipe <= r_gray;
            w_syn_r_gray <= w_syn_r_gray_pipe;
        end
    end
    always @ (posedge r_clk or posedge r_rst) begin
        if (r_rst == 1'b1) begin
            r_syn_w_gray_pipe <= 0;
            r_syn_w_gray <= 0;
        end else begin
            r_syn_w_gray_pipe <= w_gray;
            r_syn_w_gray <= r_syn_w_gray_pipe;
        end
    end
    w_ptr_full #(.ADDR_SIZE(ADDR_SIZE)) w_ptr_full (
        .w_syn_r_gray(w_syn_r_gray),
        .w_inc(w_en),
        .w_clk(w_clk),
        .w_rst(w_rst),
        .w_addr(w_addr),
        .w_gray(w_gray),
        .w_full(w_full)
    );
    r_ptr_empty #(.ADDR_SIZE(ADDR_SIZE)) r_ptr_empty (
        .r_syn_w_gray(r_syn_w_gray),
        .r_inc(r_en),
        .r_clk(r_clk),
        .r_rst(r_rst),
        .r_addr(r_addr),
        .r_gray(r_gray),
        .r_empty(r_empty)
    );
endmodule
module r_ptr_empty #(
    parameter   ADDR_SIZE = 4                    
) (
    input       [ADDR_SIZE:0]   r_syn_w_gray,    
    input                       r_inc,           
    input                       r_clk,           
    input                       r_rst,           
    output      [ADDR_SIZE-1:0] r_addr,          
    output  reg [ADDR_SIZE:0]   r_gray,          
    output  reg                 r_empty          
);
    wire    [ADDR_SIZE:0]   r_gray_next;     
    wire    [ADDR_SIZE:0]   r_bin_next;      
    wire                    r_empty_val;     
    reg     [ADDR_SIZE:0]   r_bin;           
    assign r_addr = r_bin[ADDR_SIZE-1:0];
    assign r_bin_next = r_bin + (r_inc & ~r_empty);
    assign r_gray_next = (r_bin_next >> 1) ^ r_bin_next;
    assign r_empty_val = (r_gray_next == r_syn_w_gray);
    always @ (posedge r_clk or posedge r_rst) begin
        if (r_rst == 1'b1) begin
            r_bin <= 0;
            r_gray <= 0;
        end else begin
            r_bin <= r_bin_next;
            r_gray <= r_gray_next;
        end
    end
    always @ (posedge r_clk or posedge r_rst) begin
        if (r_rst == 1'b1) begin
            r_empty <= 1'b1;
        end else begin
            r_empty <= r_empty_val;
        end
    end
endmodule
module w_ptr_full #(
    parameter   ADDR_SIZE = 4                    
) (
    input       [ADDR_SIZE:0]   w_syn_r_gray,    
    input                       w_inc,           
    input                       w_clk,           
    input                       w_rst,           
    output      [ADDR_SIZE-1:0] w_addr,          
    output  reg [ADDR_SIZE:0]   w_gray,          
    output  reg                 w_full           
);
    wire    [ADDR_SIZE:0]   w_gray_next;     
    wire    [ADDR_SIZE:0]   w_bin_next;      
    wire                    w_full_val;      
    reg     [ADDR_SIZE:0]   w_bin;           
    assign w_addr = w_bin[ADDR_SIZE-1:0];
    assign w_bin_next = w_bin + (w_inc & ~w_full);
    assign w_gray_next = (w_bin_next >> 1) ^ w_bin_next;
    assign w_full_val = ((w_gray_next[ADDR_SIZE] != w_syn_r_gray[ADDR_SIZE]) &&
                   (w_gray_next[ADDR_SIZE-1] != w_syn_r_gray[ADDR_SIZE-1]) &&
                   (w_gray_next[ADDR_SIZE-2:0] == w_syn_r_gray[ADDR_SIZE-2:0]));
    always @ (posedge w_clk or posedge w_rst) begin
        if (w_rst == 1'b1) begin
            w_bin <= 0;
            w_gray <= 0;
        end else begin
            w_bin <= w_bin_next;
            w_gray <= w_gray_next;
        end
    end
    always @ (posedge w_clk or posedge w_rst) begin
        if (w_rst == 1'b1) begin
            w_full <= 1'b0;
        end else begin
            w_full <= w_full_val;
        end
    end
endmodule        
[flow/run.sh]
#!/bin/bash
# OpenROAD 26Q1-2900-gdf79404cd8, Yosys 0.63+post, stock flow scripts
make -C /OpenROAD-flow-scripts/flow DESIGN_CONFIG=/design/flow/config.mk WORK_HOME=/design/flow/orfs finish
==> ci_impl_report.md <==
## PnR job results

| Metric | Value |
|---|---|
| Area grow syn2layout | 17.32% |
| Synth top area cells | edfxtp_1 61%, dfrtp_1 15%, mux4_2 11% |
| Pins Over Slew Limit | 0 |
| Hold WC Path Type | register to register |
| Yosys reg bits | 176 |
| LEAKAGE | 2.733 nW |
| Synth area leader | edfxtp_1 |
| R2r endpoint | r_ptr_empty.r_empty |
| Crit Path Class | input port to register |
| CTS sink cnt | 176 |
| Yosys Chip Area | 6676 sq um |
| DRT Pass-1 Iters | 4 |
| Crit-path slowest cell | clkdlybuf4s50_1 |
| Yosys aoi share | 2.549% |
| Final antenna-violating net count | 0 |
| Layout Cells excl Fill | 561 |
| Post-synth seq share | 76.18% |
| Placed cells | 525 |
| Post-Synthesis Cells | 329 |
| Core area | 12820 sq um |
| Chip area | 13820 sq um |
| Yosys cell count | 329 |
| Maximum vdd drop | 0.5185 mV |
| XOR Share, Synth | 4.010% |
| Critical path's top delay family | buffers and inverters |
| Overall die width | 117.6 um |
| CTS tree | built |
| Startpoint Class | input port |
| TNS Setup | 0 ps |
| Largest driver fanout on the critical path | 9 |
| Clk slew on worst S/H paths | 70 ps |
| Final Skew | 7.939 ps |
| Residual DRC | 0 |
| First-pass GRT wire length | 18790 um |
| CP arrival | 3270 ps |
| Reg2reg path depth | 6 |
| Most used cell, CP | ha_1 |
| Syn avg cell area | 20.29 sq um |
| Total power | 5.678 mW |
| Hpwl dp | 7219 um |
| Vias in the first global route | 3374 |
| Simple-gate portion of the synthesized area | 4.067% |
| Hold Buf Count CTS | 0 |
| R2R setup slack | 1600 ps |
| Ports | 24 |
| Buf+Inv Stages, Crit Path | 2 |
| Fill cell count | 912 |
| Post-CTS Setup Inserts | 0 |
| IO buf count | 22 |
| Critical path origin | r_en |
| Tool warnings | 26 |
| RSZ-0062 raised after global routing | no |
| Mapped Area | 6676 sq um |
| Fin util | 61.07% |
| Worst slew pin tran | 775.1 ps |
| CTS resizes | 0 |
| Init Core Util | 52.06% |
| Row count | 41 |
| Fin. Hold Viols | 0 |
| Distinct cells, synth | 33 |
| Reg-to-Reg Start | r_ptr_empty.r_bin[0] |
| Drt total wl | 11800 um |
| Adders+Majority by Area | 0.7496% |
| Layout cells sized above 1 | 24.68% |
| Main logic family after synthesis | multiplexers |
| Largest net degree at the start of global routing | 36 |
| Die Height | 117.6 um |
| Worst setup path end | r_ptr_empty.r_empty |
| Slew HR | 48.14% |
| Vias per cell | 5.403 |
| Via count | 3031 |
| P per Cell Area | 724.9 nW/um^2 |
| Critical Path Sink Type | register |
| Final GP Congestion | 0.7788 |
| Mux area share | 10.79% |
| Synth warn | 3 |
| Max stage delay on crit path | 440 ps |
| Wire per inst | 21.03 um |
| Initial antenna violation count | 0 |
| Gr usage total | 20.78% |
| Max Cap Viol | 0 |
| CP Data Required Time | 4460 ps |
| Dominant cell area share | 61.17% |
| ANT cells | 0 |
| Cell Chain, Critical Path | clkdlybuf4s50_1 > nor2b_1 > buf_4 > ha_1 > ha_1 > xor2_2 > xor2_1 > or3_1 > a2111oi_2 |
| DR iter-0 viols | 221 |
| Congestion Overflow GR | 0 |
| Setup Viol. Count Final | 0 |
| Status | finished clean |
| Crit. path cell count | 9 |
==> cell families (layout without fill, tap and decap cells) <==
group / Yosys count / in the layout
fa+ha+maj: 4 / 4
simple gates: 53 / 53
xor+xnor: 26 / 26
compound gates: 19 / 19
mux: 32 / 32
buf+inv: 19 / 79
flops: 176 / 176
==> worst register-to-register path: cells and delay by family, from the launching register on <==
family	cells	cell delay (ps)
AND-OR/OR-AND	1	350
XOR/XNOR	2	430
AND/OR/NAND/NOR	1	370
adder cells (fa/ha/maj)	2	620
flip-flops	1	830
==> placed cells by master, fill, tap and decap left out <==
| cell | count |
|---|---|
| edfxtp_1 | 136 |
| dfrtp_1 | 38 |
| mux4_2 | 32 |
| clkdlybuf4s50_1 | 22 |
| clkbuf_16 | 21 |
| buf_4 | 17 |
| a22oi_1 | 16 |
| xor2_1 | 15 |
| nand2_1 | 14 |
| nor2_1 | 14 |
| xnor2_1 | 8 |
| nand3_1 | 6 |
| inv_6 | 6 |
| inv_1 | 4 |
| nor3_1 | 4 |
| ha_1 | 4 |
| inv_8 | 4 |
| nor2b_1 | 3 |
| or3_1 | 3 |
| clkinv_4 | 3 |
| nand3b_1 | 2 |
| nand2b_1 | 2 |
| xor2_2 | 1 |
| and2b_4 | 1 |
| a211oi_4 | 1 |
| and2_1 | 1 |
| and2b_2 | 1 |
| nand3_4 | 1 |
| xor2_4 | 1 |
| or3b_2 | 1 |
| a221oi_2 | 1 |
| xnor3_1 | 1 |
| a2111oi_2 | 1 |
| clkinvlp_4 | 1 |
| bufinv_16 | 1 |
| dfrtp_2 | 1 |
| dfstp_2 | 1 |
==> layer usage <==
| metal | vias up | global-route usage (%) | part of all wire, % |
|---|---|---|---|
| met5 | - | 0 | 0 |
| met1 | 1511 | 33.17 | 40 |
| met4 | 0 | 3.285 | 1.5 |
| li1 | 1376 | - | - |
| met2 | 129 | 29.11 | 47 |
| met3 | 15 | 11.81 | 11 |
==> flip-flops by register name, summed over array words and instances, names as in the netlist <==
signal / cells
w_syn_r_gray_pipe: 5
r_data: 8
w_syn_r_gray: 5
w_ptr_full.w_bin: 4
w_ptr_full.w_gray: 5
r_syn_w_gray_pipe: 5
r_ptr_empty.r_empty: 1
w_ptr_full.w_full: 1
r_syn_w_gray: 5
r_ptr_empty.r_gray: 5
r_ptr_empty.r_bin: 4
mem: 128
==> worst min path at each step <==
stage / start / cells past startpoint / slack [ps] / end
6_report: r_ptr_empty.r_gray[2] / 0 / 210 / w_syn_r_gray_pipe[2]
5_1_grt: r_ptr_empty.r_gray[2] / 0 / 200 / w_syn_r_gray_pipe[2]
4_1_cts: r_ptr_empty.r_gray[2] / 0 / 190 / w_syn_r_gray_pipe[2]
==> cell usage after synthesis <==
cell / n
buf_6: 4
nor3_1: 4
or3b_2: 1
nand3_4: 1
xor2_4: 1
and2b_2: 1
a2111oi_2: 1
buf_4: 1
buf_1: 1
a221oi_2: 1
and2_1: 1
nand3_1: 6
a22oi_1: 16
nand3b_1: 2
and2b_4: 1
mux4_2: 32
nor2b_1: 3
xor2_2: 1
dfrtp_1: 39
nand2b_1: 2
a211oi_4: 1
clkbuf_1: 5
nand2_1: 14
xnor3_1: 1
dfstp_2: 1
buf_2: 4
or3_1: 3
edfxtp_1: 136
nor2_1: 14
inv_1: 4
xor2_1: 15
xnor2_1: 8
ha_1: 4
==> per-stage QoR <==
| stage | worst slack [ps] | hold slack [ps] | area, sq um |
|---|---|---|---|
| final | 1186 | 205.5 | 7833 |
| after global routing | 980.7 | 196.8 | 7833 |
| after CTS | 1183 | 192.0 | 7833 |
| after detailed placement | 935.5 | 334.7 | 7146 |
| after global placement | 1001 | 333.1 | 7146 |
| after floorplan | 1286 | 331.2 | 6676 |
==> power by group <==
part	internal (mW)	switching [mW]	leakage, nW
registers	2.24	0.232	1.71
clock network	0.987	0.709	0.337
logic	0.747	0.764	0.690
total	3.97	1.70	2.73
==> cell type report <==
cell class	count	area, sq um	share of cell area (%)
inverters	4	15.01	0.1917
repair buffers	39	347.8	4.441
multi-input cells	134	1480	18.90
well taps	172	215.2	2.748
clock buffers	21	525.5	6.709
clock inverters	15	161.4	2.061
flip-flops and latches	176	5087	64.95
Power and IR drop assume default switching activity.
